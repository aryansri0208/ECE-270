<file path="./config.mk">
export PLATFORM = sky130hd
export DESIGN_NAME = top
export DESIGN_NICKNAME = top
export VERILOG_FILES = /design/flow/design.v
export SDC_FILE = /design/flow/constraint.sdc
export NUM_CORES = 4
export LEC_CHECK = 1
export CORE_AREA = 10 10 70 70
export DIE_AREA = 0 0 80 80
</file>
<file path="./constraint.sdc">
current_design top

set clk_period 6.2
set clk_io_pct 0.2

create_clock -name clk0 -period $clk_period

set non_clock_inputs [all_inputs -no_clocks]
set_input_delay [expr $clk_period * $clk_io_pct] -clock clk0 $non_clock_inputs
set_output_delay [expr $clk_period * $clk_io_pct] -clock clk0 [all_outputs]
</file>
<file path="./design.v">
`default_nettype none
module top (
    input  logic hz100, reset,
    input  logic [20:0] pb,
    output logic [7:0] left, right,
    ss7, ss6, ss5, ss4, ss3, ss2, ss1, ss0,
    output logic red, green, blue,
    output logic [7:0] txdata,
    input  logic [7:0] rxdata,
    output logic txclk, rxclk,
    input  logic txready, rxready
);
    assign ss0[6:0] = pb[6:0];
    bargraph b0 (.in(pb[15:0]), .out({left[7:0],right[7:0]}));
    decode3to8 d0 (.in(pb[2:0]), .out({ss7[7], ss6[7], ss5[7], ss4[7], ss3[7], ss2[7], ss1[7], ss0[7]}));
endmodule: top
module bargraph (
    input logic [15:0] in,
    output logic [15:0] out
);
    assign out[0] = |in[15:0];
    assign out[1] = |in[15:1];
    assign out[2] = |in[15:2];
    assign out[3] = |in[15:3];
    assign out[4] = |in[15:4];
    assign out[5] = |in[15:5];
    assign out[6] = |in[15:6];
    assign out[7] = |in[15:7];
    assign out[8] = |in[15:8];
    assign out[9] = |in[15:9];
    assign out[10] = |in[15:10];
    assign out[11] = |in[15:11];
    assign out[12] = |in[15:12];
    assign out[13] = |in[15:13];
    assign out[14] = |in[15:14];
    assign out[15] = |in[15:15];
endmodule: bargraph
module decode3to8(
    input logic [2:0] in,
    output logic [7:0] out
);
    assign out[0] = ~in[0] & ~in[1] & ~in[2];
    assign out[1] = in[0] & ~in[1] & ~in[2];
    assign out[2] = ~in[0] & in[1] & ~in[2];
    assign out[3] = in[0] & in[1] & ~in[2];
    assign out[4] = ~in[0] & ~in[1] & in[2];
    assign out[5] = in[0] & ~in[1] & in[2];
    assign out[6] = ~in[0] & in[1] & in[2];
    assign out[7] = in[0] & in[1] & in[2];
endmodule
</file>
<file path="./run.sh">
#!/bin/bash
# OpenROAD 26Q1-2900-gdf79404cd8, Yosys 0.63+post, stock flow scripts
make -C /OpenROAD-flow-scripts/flow DESIGN_CONFIG=/design/flow/config.mk WORK_HOME=/design/flow/orfs finish
</file>
==> qor.csv <==
metric,value,unit
status,finished clean,
avgSynthCellArea,6.990,µm²
critPathBufInv,2,
fin_crit_sh,71.29,%
regArea,0,µm²
seq_power_share,0,%
fp-row-count,21,
hold_end,ss0[3],
crit_top_cell,clkdlybuf4s50_1,
fin_tns_setup,0,ns
wirelength,2197,µm
timing.hold.ws,3.312,ns
whs_path_depth,2,
detail_route.vias_per_cell,3.129,
vias,582,
seq_cells,0,
cts.hold.buffers_added,0,
cpPeakStageDelay,0.48,ns
tool_warnings,49,
path_cells,"clkdlybuf4s50_1, or3_1, nor4_4, nand4_1, clkdlybuf4s50_1",
p_clk_share,0,%
coreArea,3416,µm²
nClkBuffers,0,
total_power,0.03091,mW
p_per_area,32.54,nW/µm²
drv_cap,0,
track_usage,5.565,%
ant_nets,0,
crit_path_end_kind,output port,
yosysUniqueCellTypes,20,
max-slew-margin-rel,61.09,%
yosysWarningCount,62,
rsz0062_at_grt,false,
wl_per_cell,11.81,µm
drcViolationCount,0,
setup_viol,0,
syn-instance-count,104,
arrival,3.18,ns
chip_area,6400,µm²
die_x,80,µm
fp_util,21.28,%
startpoint_type,input pin,
synth_seq_share,0,%
leakage,0.4380,nW
gp_congestion,0.7632,
p_switching,0.01066,mW
grt_pass1_wl,3098,µm
n_antenna_cell,0,
placed_area,949.7,µm²
cp_top_family,simple AND/OR/NAND/NOR gates,
num-fill-cells,387,
antenna_found_initial,0,
vdd_drop_max,6.672,µV
pin_count,126,
syn_area,726.9,µm²
ys_cells,104,
postCtsSetupBuffers,0,
min_from,pb[3],
period_needed,4.420,ns
cp_max_fo,9,
power_frac_comb,100.0,%
crit_slowest_cell,or3_1,
tightest_slew,0.5792,ns
crit_required,4.96,ns
die_y,80,µm
dp_hpwl,2063,µm
first_global_vias,638,
first_pass_iters,3,
drive_above_1_share,2.857,%
post-route-cell-area,949.7,µm²
slew_violations,0,
ys_area,726.9,µm²
swShare,34.51,%
internal-power,0.02024,mW
io_buffers,47,
cts_resized,0,
fmax,0.2262,GHz
syn2layout_area_growth,30.64,%
critPathKind,in2out,
hold_viol,0,
drt_iter0_markers,8,
grt_overflow,0,
min-delay-path-class,in2out,
grt_max_degree,11,
[power by group through the flow]
stage	Clock [mW]	Combinational, mW	Sequential [mW]
finish	0	0.0309	0
global route	0	0.0353	0
CTS	0	0.0325	0
[cell usage after synthesis]
cell	instances	area share, %
nand4_1	2	1.7
or2_2	3	2.6
inv_1	1	0.52
and3b_1	1	1.2
nand2b_1	1	0.86
nand4b_1	1	1.2
clkbuf_1	1	0.52
nor4_4	1	2.9
nor3_1	2	1.4
and3_1	1	0.86
nand2_1	4	2.1
nand3b_1	1	1.0
nor3b_1	2	2.1
nor2_1	5	2.6
conb_1	1	0.52
buf_4	70	72
nand3_1	1	0.69
and2_1	1	0.86
clkbuf_2	1	0.69
or3_1	4	3.4
[worst max-delay path by stage]
stage	start	end	slack (ns)	cells past startpoint
CTS	pb[13]	right[1]	1.78	5
finish	pb[13]	right[1]	1.78	5
global route	pb[13]	right[2]	1.62	5
[kinds of logic after synthesis]
logic type / share of synthesized area [%]
buffers and inverters: 74.01
other: 0.5159
and+or+nand+nor: 25.47
[layout by cell type (no fill, tap or decap), drive strengths merged, types with 2 or more instances in the layout]
master         instances
nor3b                  2
nand4                  2
or3                    4
or2                    3
clkdlybuf4s50         47
conb                  62
nor3                   2
nor2                   5
nand2                  4
[metal layers]
metal | track usage, % | wire [µm] | vias to the layer above
li1 | - | - | 268
met1 | 6.526 | 833 | 261
met2 | 10.67 | 1129 | 53
met3 | 1.023 | 233 | 0
met4 | 0 | 0 | 0
met5 | 0 | 0 | -
[final cells by class]
type / count / area [µm²] / share of cell area [%]
inverter: 1 / 3.754 / 0.3953
multi-input combinational: 92 / 417.9 / 44.01
tap: 46 / 57.56 / 6.061
timing repair buffer: 47 / 470.5 / 49.54
[metrics by stage]
step | cells | setup slack, ns | utilization [%]
final | 186 | 1.780 | 27.80
after global routing | 186 | 1.624 | 27.80
after CTS | 186 | 1.776 | 27.80
after detailed placement | 186 | 1.778 | 27.80
after global placement | 186 | 1.781 | 27.80
after floorplan | 165 | 2.783 | -
Power is estimated from default activity; no workload was simulated.
